--- /design/flow/run.sh ---
#!/bin/bash
# OpenROAD 26Q1-2900-gdf79404cd8, Yosys 0.63+post, stock flow scripts
make -C /OpenROAD-flow-scripts/flow DESIGN_CONFIG=/design/flow/config.mk WORK_HOME=/design/flow/orfs finish
--- /design/flow/config.mk ---
export PLATFORM = sky130hd
export DESIGN_NAME = CIRCUIT5
export DESIGN_NICKNAME = CIRCUIT5
export VERILOG_FILES = /design/flow/design.v
export SDC_FILE = /design/flow/constraint.sdc
export NUM_CORES = 4
export LEC_CHECK = 1
export CORE_UTILIZATION = 50
--- /design/flow/constraint.sdc ---
current_design CIRCUIT5

set clk_period 36.8
set clk_io_pct 0.2

create_clock -name clk0 -period $clk_period [get_ports {Clk}]

set non_clock_inputs [all_inputs -no_clocks]
set_input_delay [expr $clk_period * $clk_io_pct] -clock clk0 $non_clock_inputs
set_output_delay [expr $clk_period * $clk_io_pct] -clock clk0 [all_outputs]
--- /design/flow/design.v ---
`timescale 1ns / 1ps
module ADD(a, b, sum);
    parameter DATAWIDTH = 2;
    input [DATAWIDTH - 1:0] a, b;
    output reg [DATAWIDTH - 1:0] sum;
    always @(*) begin
        sum <= a + b;
    end
endmodule
`timescale 1ns / 1ps
module CIRCUIT5(a, b, c, Clk, Rst, x, z);
    input Clk, Rst;
    input [63:0] a, b, c;
    output [31:0] x, z;
    wire [63:0] d, e, f, g, h; 
    wire dLTe, dEQe;
    wire [63:0] xrin, zrin;
    reg [63:0] greg, hreg;
    ADD #(64) add1(a, b, d);
    ADD #(64) add2(a, c, e);
    SUB #(64) sub1(a, b, f);
    COMP #(64) comp1(d, e, , , dEQe);
    COMP #(64) comp2(d, e, , dLTe, );
    MUX2x1 #(64) mux1(e, d, dLTe, g);
    MUX2x1 #(64) mux2(f, g, dEQe, h);
    SHL #(64) shl1(hreg, dLTe, xrin);
    SHR #(64) shr1(greg, dEQe, zrin);
    REG #(64) reg1(xrin, Clk, Rst, x);
    REG #(64) reg2(zrin, Clk, Rst, z);
    always @(g, h) begin
        greg <= g; hreg <= h;
    end
endmodule
`timescale 1ns / 1ps
module COMP(a, b, gt, lt, eq);
    parameter DATAWIDTH = 64;
    input [DATAWIDTH - 1:0] a, b;
    output reg gt, lt, eq;
    initial begin
        gt <= 0; lt <= 0; eq <= 0;
    end
    always @(*) begin
        gt <= 0; lt <= 0; eq <= 0;
        if($signed(a) > $signed(b))
            gt <= 1;
        else if($signed(a) < $signed(b))
            lt <= 1;
        else
            eq <= 1;
    end
endmodule
`timescale 1ns / 1ps
module MUX2x1(a, b, sel, d);
    parameter DATAWIDTH = 64;
    input [DATAWIDTH - 1:0] a, b;
    input sel;
    output reg [DATAWIDTH - 1:0] d;
    always @(*) begin
        if(sel == 0)
            d <= a;
        else
            d <= b;
    end
endmodule
`timescale 1ns / 1ps
module REG(d, Clk, Rst, q);
    parameter DATAWIDTH = 8;
    input Clk, Rst;
    input [DATAWIDTH - 1:0] d;
    output reg [DATAWIDTH - 1:0] q;
    always @(posedge Clk) begin
        if(Rst)
            q <= 0;
        else
            q <= d;
    end
endmodule
`timescale 1ns / 1ps
module SHL(a, sh_amt, d);
    parameter DATAWIDTH = 64;
    input [DATAWIDTH - 1:0] a;
    input [$clog2(DATAWIDTH) - 1:0] sh_amt;
    output reg [DATAWIDTH - 1:0] d;
    always @(*) begin
        d <= a << sh_amt;
    end
endmodule
`timescale 1ns / 1ps
module SHR(a, sh_amt, d);
    parameter DATAWIDTH = 64;
    input [DATAWIDTH - 1:0] a;
    input [$clog2(DATAWIDTH) - 1:0] sh_amt;
    output reg [DATAWIDTH - 1:0] d;
    always @(*) begin
        d <= a >> sh_amt;
    end
endmodule
`timescale 1ns / 1ps
module SUB(a, b, diff);
    parameter DATAWIDTH = 64;
    input [DATAWIDTH - 1:0] a, b;
    output reg [DATAWIDTH - 1:0] diff;
    always @(*) begin
        diff <= a - b;
    end
endmodule
==> flow_summary.ini <==
; flow metrics
[worst_setup_path]
critical-path-slowest-cell = xor2_4
critPathKind = input port to register
crit_path_start_kind = input port
path_max_fanout = 64
path_depth = 24
startpoint = a[10]
cp_num_buf_inv = 2
crit_required_ns = 37.01
crit_family = AND-OR/OR-AND gates
worstSetupEndpoint = reg1.q[28]
end_kind = register
cp_cell_sequence = clkdlybuf4s50_1, ha_1, a21oi_1, o21ai_0, a31oi_4, nor4_1, nor4b_2, o211ai_2, a31o_2, a41oi_2, a41oi_1, xnor2_1, ha_1, nand4_1, nor3_1, and4_1, nor2b_1, a22o_1, nor4_1, xor2_4, buf_4, o21ai_0, o22ai_1, nor2_1
cp_slowest_stage_delay_ns = 0.64
cp.arrival_ns = 14.88

[power]
p_sw_uw = 298.2
power_leakage_nw = 7.070
seqPwrFrac_pct = 18.2
power.internal_uw = 376.7
peakVddDrop_uv = 41.61
combPwrFrac_pct = 67.2
power_density_nw_per_um2 = 41.46
power_frac_clock_pct = 14.6
swShare_pct = 44.19
power_uw = 675.0

[detailed_routing]
routed_wl_um = 47560
first_iter_violations = 1425
routed_via_density = 6.133
diodes = 0
wl_per_cell_um = 19.78
drtPass1Iterations = 5
drc = 0
vias = 14750
ant_nets = 0

[final_timing]
max-slew-margin-rel_pct = 36.13
rsz0062_at_grt = no
worst_slack_ns = 22.13
setup_violations = 0
finalClockPeriodUsage_pct = 39.86
slew_violations = 0
hold_viol_final = 0
tightest_slew_ns = 0.9556
min_period_ns = 14.67
max_freq_mhz = 68.17
fin_setup_tns_ns = 0

[outcome]
status = finished, final reports clean

[finish]
drive_gt1_share_pct = 2.560
final_cell_mix = clkdlybuf4s50_1, a21oi_1, ha_1
layout_top_cell = clkdlybuf4s50_1
area_growth_pct = 23.10

[logic_synthesis]
ys.flops = 64
async_flop_share_pct = 0
syn_area_um2 = 13230
synthCells = 1870
ys_types = 88
ys.warnings.count = 12
yosysSeqAreaShare_pct = 9.688
ff_type = dfxtp_1
ys_cells = 1870
synth-edff-count = 0
avgSynthCellArea_um2 = 7.072
yosys_area_um2 = 13230

[placed_design]
gp_congestion = 1.019
place_hpwl_um = 39970
place_ws_ns = 21.99
io_buffers = 257

[cts]
cts_buffer_depth = 2
cts_resized = 0
htree_levels = 3
cts_setup_buffers = 0
cts_tree = done
path_clk_slew_ns = 0.06
cts_root_buf = clkbuf_16
cts_buffers = 9
hold_buffers = 0
cts.sinks = 64

[job]
warnings = 57
drv_cap = 0

[min_path]
hold_path_depth = 3
hp-class = input port to register

[floorplanning]
die-area_um2 = 27100
die_h_um = 164.6
rows = 59
initCoreUtil_pct = 50.90
die_w_um = 164.6
pin_count = 258
coreArea_um2 = 25980

[global_routing]
grt_pass1_wl_um = 72710
grt_start_max_net_pins = 65
grt_usage_pct = 35.27
antenna_found_initial = 2
grt_pass1_vias = 13630
grt_overflow = 0
-- metrics by stage --
stage                     hold WS, ns  util [%]  instances  area (um2)
after CTS                       7.851     62.65       2405       16280
after global placement          8.015     61.33       2389       15940
after floorplan                 7.583         -       1870       13230
after global routing            7.893     62.65       2405       16280
final                           7.861     62.65       2405       16280
after detailed placement        8.022     61.33       2389       15940
-- logic make-up after synthesis --
group / share of synthesized area (%)
AOI/OAI and AO/OA: 32.96
xor gates and xnor gates: 9.801
adders and majority gates: 21.36
buffers and inverters: 5.657
DFF: 9.688
muxes: 0.07569
and+or+nand+nor: 20.45
-- synthesized netlist by cell type (4+ instances only) --
cell type	number	area share, %
and2_1	11	0.52
nand4_1	28	1.3
ha_1	221	21
nor3_1	40	1.5
a211oi_1	39	2.2
a21oi_1	228	8.6
o21a_1	15	0.85
nand3_1	39	1.5
o21bai_1	22	1.2
a211o_1	6	0.40
o21ai_0	136	5.1
xnor2_1	99	6.6
a21boi_0	10	0.57
nor2_1	178	5.1
a21o_1	64	3.6
o31ai_1	20	1.1
nor4_1	18	0.85
o41ai_1	4	0.26
a2111oi_0	4	0.26
nand2b_1	25	1.2
o211a_1	6	0.45
a31o_2	5	0.33
clkbuf_1	48	1.4
or3_1	11	0.52
a221oi_1	7	0.46
o22ai_1	9	0.43
a31oi_1	27	1.3
xor2_1	49	3.2
buf_2	28	1.1
a41oi_1	5	0.33
inv_1	107	3.0
dfxtp_1	64	9.7
o221ai_1	4	0.26
nand2_1	144	4.1
or2_2	5	0.24
o211ai_1	19	1.1
and4_1	7	0.46
nor2b_1	28	1.3
and3_1	14	0.66
-- how the worst min path moves through the flow --
stage | to | start
after CTS | reg1.q[0] | b[0]
after global routing | reg1.q[0] | b[0]
final | reg1.q[0] | b[0]
-- layout make-up --
type	instances	area (um2)
multi-input combinational	1619	11210
fill	2286	9704
timing repair buffer	263	2618
sequential	64	1281
tap	335	419.2
inverter	108	405.4
clock buffer	9	225.2
clock inverter	7	117.6
-- layer usage --
layer / part of all wire, % / GRT usage (%)
met1: 45 / 51.13
met2: 42 / 52.64
met3: 9.4 / 7.503
met4: 3.3 / 10.26
met5: 0.057 / 0
-- power groups by stage --
stage         Clock, mW  Sequential, mW  Combinational (mW)
CTS              0.0993           0.123               0.446
global route      0.103           0.124               0.500
finish           0.0988           0.123               0.453
-- tightest hold or removal path, cell delays in order --
cell	delay, ns
clkdlybuf4s50_1	0.49
ha_1	0.19
a2111oi_0	0.10
-- state kept, by name (all words and copies together) (netlist names) --
signal,cells
reg2.q,32
reg1.q,32
No activity file was given, so power comes from the tool's default toggle rates.
