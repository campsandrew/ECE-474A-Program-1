### design/flow/design.v
`timescale 1ns / 1ps
module ADD(a, b, sum);
    parameter DATAWIDTH = 2;
    input [DATAWIDTH - 1:0] a, b;
    output reg [DATAWIDTH - 1:0] sum;
    always @(*) begin
        sum <= a + b;
    end
endmodule
`timescale 1ns / 1ps
module CIRCUIT2(a, b, c, x, z, Clk, Rst);
    input [31:0] a, b, c;
    input Clk, Rst;
    output [31:0] x, z;
    wire [31:0] d, e, f, g, h;
    wire dLTe, dEQe, dGTe;
    wire [31:0] xwire, zwire;
    ADD #(32) ADD_1(a, b, d);
    ADD #(32) ADD_2(a, c, e);
    SUB #(32) SUB_1(a, b, f);
    COMP #(32) COMP_1(d, e, dGTe, dLTe, dEQe);
    MUX2x1 #(32) MUX2x1_1(e, d, dLTe, g);
    MUX2x1 #(32) MUX2x1_2(f, g, dEQe, h);
    SHL #(32) SHL_1(g, dLTe, xwire);
    SHR #(32) SHR_1(h, dEQe, zwire);
    REG #(32) REG_1(xwire, Clk, Rst, x);
    REG #(32) REG_2(zwire, Clk, Rst, z);
endmodule
`timescale 1ns / 1ps
module COMP(a, b, gt, lt, eq);
    parameter DATAWIDTH = 64;
    input [DATAWIDTH - 1:0] a, b;
    output reg gt, lt, eq;
    initial begin
        gt <= 0; lt <= 0; eq <= 0;
    end
    always @(*) begin
        gt <= 0; lt <= 0; eq <= 0;
        if($signed(a) > $signed(b))
            gt <= 1;
        else if($signed(a) < $signed(b))
            lt <= 1;
        else
            eq <= 1;
    end
endmodule
`timescale 1ns / 1ps
module MUX2x1(a, b, sel, d);
    parameter DATAWIDTH = 64;
    input [DATAWIDTH - 1:0] a, b;
    input sel;
    output reg [DATAWIDTH - 1:0] d;
    always @(*) begin
        if(sel == 0)
            d <= a;
        else
            d <= b;
    end
endmodule
`timescale 1ns / 1ps
module REG(d, Clk, Rst, q);
    parameter DATAWIDTH = 8;
    input Clk, Rst;
    input [DATAWIDTH - 1:0] d;
    output reg [DATAWIDTH - 1:0] q;
    always @(posedge Clk) begin
        if(Rst)
            q <= 0;
        else
            q <= d;
    end
endmodule
`timescale 1ns / 1ps
module SHL(a, sh_amt, d);
    parameter DATAWIDTH = 64;
    input [DATAWIDTH - 1:0] a;
    input [$clog2(DATAWIDTH) - 1:0] sh_amt;
    output reg [DATAWIDTH - 1:0] d;
    always @(*) begin
        d <= a << sh_amt;
    end
endmodule
`timescale 1ns / 1ps
module SHR(a, sh_amt, d);
    parameter DATAWIDTH = 64;
    input [DATAWIDTH - 1:0] a;
    input [$clog2(DATAWIDTH) - 1:0] sh_amt;
    output reg [DATAWIDTH - 1:0] d;
    always @(*) begin
        d <= a >> sh_amt;
    end
endmodule
`timescale 1ns / 1ps
module SUB(a, b, diff);
    parameter DATAWIDTH = 64;
    input [DATAWIDTH - 1:0] a, b;
    output reg [DATAWIDTH - 1:0] diff;
    always @(*) begin
        diff <= a - b;
    end
endmodule
### design/flow/config.mk
export PLATFORM = sky130hd
export DESIGN_NAME = CIRCUIT2
export DESIGN_NICKNAME = CIRCUIT2
export VERILOG_FILES = /design/flow/design.v
export SDC_FILE = /design/flow/constraint.sdc
export NUM_CORES = 4
export LEC_CHECK = 1
export CORE_UTILIZATION = 50
### design/flow/run.sh
#!/bin/bash
# OpenROAD 26Q1-2900-gdf79404cd8, Yosys 0.63+post, stock flow scripts
make -C /OpenROAD-flow-scripts/flow DESIGN_CONFIG=/design/flow/config.mk WORK_HOME=/design/flow/orfs finish
### design/flow/constraint.sdc
current_design CIRCUIT2

set clk_period 23.7
set clk_io_pct 0.2

create_clock -name clk0 -period $clk_period [get_ports {Clk}]

set non_clock_inputs [all_inputs -no_clocks]
set_input_delay [expr $clk_period * $clk_io_pct] -clock clk0 $non_clock_inputs
set_output_delay [expr $clk_period * $clk_io_pct] -clock clk0 [all_outputs]
==> flow_results.org <==
#+TITLE: Synthesis and PnR summary

** Run status
- Outcome :: finished clean

** Place
- Per the placement log, port buffering inserted 161 buffers.
- Detailed placement ended at an HPWL of 19100 microns.
- At the end of routability-driven placement, the weighted congestion stood at 0.959.

** Critical path
- CP Capture Type :: flip-flop
- Among all stages on the critical path, the largest delay is contributed by a211oi_1.
- Arrival time at the worst endpoint :: 10.84 ns
- WP data required :: 23.94 ns
- Per STA, the highest per-stage delay on the worst path measures 0.58 ns.
- The setup path with the least slack is of type in2reg.
- Max fanout on the critical path was recorded as 29.
- The timing report notes that buffer and inverter cells on the critical path total 4.
- Crit path max-delay family :: AND-OR/OR-AND gates
- Critical Path, Cell by Cell :: clkdlybuf4s50_1 > inv_1 > fa_1 > nor2b_1 > o21bai_1 > a211oi_1 > o21a_1 > a21oi_2 > o21ai_1 > a31o_2 > a21oi_1 > xor2_1 > ha_1 > nand4_1 > or4_1 > o21ai_1 > o21bai_2 > a21oi_2 > buf_4 > or3_1 > buf_4 > o22ai_1
- STA classifies the critical path startpoint as a primary input.

** Synth
- The post-synth count of flops with an enable pin is 0.
- After synthesis, the design contains 984 cells according to Yosys.
- Among all cell types in the netlist, the one instantiated most often is ha_1.
- Area of the mapped netlist :: 7580 sq um
- For reference, full adder, half adder and majority cells occupy 21.4% of the area reported after synthesis.
- Among all flip-flop cells after synthesis, the most frequent one is dfxtp_1.
- Leading cell types by total area after synthesis :: ha_1 (21%), dfxtp_1 (17%), xnor2_1 (6.7%), a21oi_1 (6.6%), nor2_1 (5.7%)
- After synthesis, flip-flops and latches occupy 16.9% of the total area.
- The stat command in Yosys gives a chip area of 7580 sq um.
- Synthesis produced 984 cells.
- Asr flop ratio synth :: 0%
- Area fraction of the dominant cell type after synthesis :: 20.6%
- Cell taking the most area after synthesis :: ha_1
- For reference, compound AND-OR and OR-AND cells occupy 28.2% of the area reported after synthesis.
- Summing all multiplexer cells gives an area fraction of 0.264%.
- Average size of a mapped cell :: 7.70 sq um
- Counting instances in the post-synthesis netlist gives the leading cell types as ha_1 (125), nor2_1 (116), a21oi_1 (100), dfxtp_1 (64), inv_1 (64).
- The synthesized design contains 64 register bits.
- Dominant comb cell :: AND-OR/OR-AND gates
- The netlist uses 75 different library cells.
- The warning tally printed by Yosys for this design is 9.
- The synthesized netlist devotes 17.8% of its cell area to simple gates.
- The cell-mix breakdown from Yosys lists the XOR/XNOR area share as 9.82%.

** Detailed routing
- Per the detail_route report, routed wire per instance is 17.8 microns.
- The final antenna diode tally reported by the flow is 0.
- The wire length recorded after detailed routing is 23400 microns.
- The final route contains 7692 vias.
- Drt first pass iters :: 7
- The count of nets left with antenna violations once routing finished came out at 0.
- Vias per cell :: 5.86
- For this run, design rule violations remaining after detail routing come to 0.
- DRC marker count from the first detailed-route iteration :: 593

** Clock tree
- The post-CTS hold buffer count recorded in the log is 0.
- Number of sinks on the clock net :: 64
- Clock-pin slew of the registers on the worst-case setup and hold paths :: 0.07 ns
- Counting the buffers created by CTS gives 9.
- The longest clock path from root to sink contains 2 buffers.
- Post-CTS Resized :: 0
- TritonCTS built the clock tree.
- Post-CTS Setup Inserts :: 0
- Per the CTS log, the root buffer master is clkbuf_16.
- The H-tree was split into 3 levels.

** Global routing
- Overall routing resource usage recorded by global route was 30.4%.
- Largest net degree at the start of global routing :: 36
- The first global-routing pass estimated 37200 microns of wire.
- Number of global-route vias before repair :: 7068
- Antenna violations before repair :: 0
- Final global-route overflow total :: 0

** Cells and area
- Finished Core Util :: 65.5%
- Filler cell count in the final layout :: 1260
- Leaving out buffers and inverters, the combinational logic in the layout accounts for 5880 sq um.
- Relative to the synthesized area, the layout overhead comes to 26.6%.
- Cells with a size suffix above 1 make up 4.16% of the layout.
- The layout report lists the combined flip-flop and latch area as 1280 sq um.

** STA
- Setup repair after global routing missed its margin :: false
- Per the slew report, the remaining headroom to the max-slew limit stands at 51.3%.
- Transition time of the tightest slew-check pin :: 0.726 ns
- Counting endpoints that fail hold in the final report gives 0.
- Minimum clock period after layout :: 10.60 ns
- Crit share post-route :: 44.7%
- For reference, the final report shows the max-slew violation count at 0.
- Per the finish-stage timing summary, setup violations number 0.
- Maximum clock frequency :: 94.3 MHz
- Setup tns final :: 0 ns

** Floorplan
- Init Core Util :: 51.7%
- Die boundary width :: 125 microns
- The core region is 14600 sq um.
- # IOs :: 162
- Total Die Area :: 15700 sq um
- Per the OpenROAD floorplan log, the height of the die is 125 microns.
- Total number of placement rows :: 44

** Pwr
- The analysis reports a worst IR drop on VDD of 0.0493 mV.
- Part of the total power dissipated in combinational logic :: 54.8%
- The final power report lists total power as 0.000632 W.
- Static Leakage :: 4.18 nW
- The script computed a power per unit cell area of 65.8 nW/um^2.
- The power report attributes to the sequential group a share of 23.3%.
- The script computed the net switching share of total power as 38.9%.
- In the power breakdown, the internal column shows 0.000386 W.
- The net switching power in the latest report is 0.000245 W.
- Share of total power in the clock network :: 21.9%

** Min path
- The worst hold path belongs to the class in2reg.

** Flow run
- Total number of warnings across the stage logs :: 57
- Maximum Capacitance Violations :: 0
## cells by family (layout without fill, tap and decap cells)
family | count (synthesis) | in the layout
compound gates | 322 | 322
xor+xnor | 85 | 85
fa+ha+maj | 128 | 128
buf+inv | 104 | 249
flops | 64 | 64
mux | 2 | 2
simple gates | 279 | 279
## cells in the final DEF, fill, tap and decap left out, drive strengths merged, types with 6 or more instances in the layout
cell type,Yosys,layout
a211o,8,8
a211oi,25,25
a21o,26,26
a21oi,104,104
clkbuf,18,10
clkdlybuf4s50,0,161
dfxtp,64,64
ha,125,125
inv,65,66
nand2,50,50
nand2b,21,21
nand3,9,9
nand4,15,15
nor2,117,117
nor2b,10,10
nor3,17,17
nor4,8,8
o21a,12,12
o21ai,48,48
o21bai,17,17
o22ai,33,33
o31ai,6,6
or3,10,10
xnor2,58,58
xor2,27,27
## worst paths after layout
kind / start / end / slack (ns) / cells past startpoint
worst max-delay path: a[1] / REG_2.q[21] / 13.10 / 22
worst min-delay path: Rst / REG_1.q[13] / 5.23 / 3
## metrics by stage
step,std cells,cell area (sq um),hold WS (ns),setup WS (ns)
floorplan,984,7580,5.00,14.59
global placement,1297,9290,5.39,13.00
detailed placement,1297,9290,5.40,12.93
CTS,1313,9590,5.23,13.24
global route,1313,9590,5.28,12.71
finish,1313,9590,5.23,13.10
## layer usage
metal  global-route usage (%)  share of wire (%)
met5                        0                  0
met4                     5.95                2.2
met3                     7.24                8.0
met2                     44.4                 41
met1                     46.1                 49
## sequential cells by signal (all words and copies together), names as in the netlist
signal,count
REG_1.q,32
REG_2.q,32
## worst min-delay path: cells and delay by family
| family | cells | cell delay, ns |
|---|---|---|
| and+or+nand+nor | 1 | 0.13 |
| buffers and inverters | 2 | 0.64 |
## layout make-up
cell class	count	area share (%)
Timing Repair Buffer	166	17.2
Clock inverter	6	0.704
Tap cell	184	2.40
Inverter	67	2.62
Multi-Input combinational cell	816	61.2
Sequential cell	64	13.4
Clock buffer	10	2.49
## power groups by stage
stage         registers [W]  clock network (W)  logic [W]
CTS                0.000147           0.000140   0.000343
global route       0.000149           0.000145   0.000385
finish             0.000147           0.000139   0.000346
Power is estimated from default activity; no workload was simulated.
