File: run.sh
#!/bin/bash
# OpenROAD 26Q1-2900-gdf79404cd8, Yosys 0.63+post, stock flow scripts
make -C /OpenROAD-flow-scripts/flow DESIGN_CONFIG=/design/flow/config.mk WORK_HOME=/design/flow/orfs finish
File: config.mk
export PLATFORM = sky130hd
export DESIGN_NAME = MAIN
export DESIGN_NICKNAME = MAIN
export VERILOG_FILES = /design/flow/design.v
export SDC_FILE = /design/flow/constraint.sdc
export NUM_CORES = 4
export LEC_CHECK = 1
export CORE_AREA = 10 10 70 70
export DIE_AREA = 0 0 80 80
File: constraint.sdc
current_design MAIN

set clk_period 1.0
set clk_io_pct 0.2

create_clock -name clk0 -period $clk_period [get_ports {clk}]

set non_clock_inputs [all_inputs -no_clocks]
set_input_delay [expr $clk_period * $clk_io_pct] -clock clk0 $non_clock_inputs
set_output_delay [expr $clk_period * $clk_io_pct] -clock clk0 [all_outputs]
File: design.v
`timescale 1ns / 1ps
module ADD(a, b, sum);
    parameter DATAWIDTH = 2;
    input [DATAWIDTH - 1:0] a, b;
    output reg [DATAWIDTH - 1:0] sum;
    always @(*) begin
        sum <= a + b;
    end
endmodule
`timescale 1ns / 1ps
module COMP(a, b, gt, lt, eq);
    parameter DATAWIDTH = 64;
    input [DATAWIDTH - 1:0] a, b;
    output reg gt, lt, eq;
    initial begin
        gt <= 0; lt <= 0; eq <= 0;
    end
    always @(*) begin
        gt <= 0; lt <= 0; eq <= 0;
        if($signed(a) > $signed(b))
            gt <= 1;
        else if($signed(a) < $signed(b))
            lt <= 1;
        else
            eq <= 1;
    end
endmodule
`timescale 1ns / 1ps
module DEC(a, d);
    parameter DATAWIDTH = 2;
    input [DATAWIDTH - 1:0] a;
    output reg [DATAWIDTH - 1:0] d;
    always @(*) begin
        d <= a - 1;
    end
endmodule
`timescale 1ns / 1ps
module DIV(a, b, quot);
    parameter DATAWIDTH = 2;
    input [DATAWIDTH - 1:0] a, b;
    output reg [DATAWIDTH - 1:0] quot;
    always @(*) begin
        quot <= a / b;
    end
endmodule
`timescale 1ns / 1ps
module INC(a, d);
    parameter DATAWIDTH = 2;
    input [DATAWIDTH - 1:0] a;
    output reg [DATAWIDTH - 1:0] d;
    always @(*) begin
        d <= a + 1;
    end
endmodule
`timescale 1ns / 1ps
module MAIN(a, b, c, d, e, f, g, h, i, j, k, l, m, n, a8_sel, o, clk, rst, p, p_amt, q, q_amt, r, s, a1, a2_gt, a2_lt, a2_eq, a3, a4, a5, a6, a7, a8, a9, a10, a11, a12);
    parameter DATAWIDTH = 2;
    input [DATAWIDTH - 1:0] a, b; output [DATAWIDTH - 1:0] a1;  
    input [DATAWIDTH - 1:0] c, d; output a2_gt, a2_lt, a2_eq;  
    input [DATAWIDTH - 1:0] e; output [DATAWIDTH - 1:0] a3;  
    input [DATAWIDTH - 1:0] f, g; output [DATAWIDTH - 1:0] a4;  
    input [DATAWIDTH - 1:0] h; output [DATAWIDTH - 1:0] a5;  
    input [DATAWIDTH - 1:0] i, j; output [DATAWIDTH - 1:0] a6;  
    input [DATAWIDTH - 1:0] k, l; output [DATAWIDTH - 1:0] a7;  
    input [DATAWIDTH - 1:0] m, n; input a8_sel; output [DATAWIDTH - 1:0] a8;  
    input [DATAWIDTH - 1:0] o; input clk, rst; output [DATAWIDTH - 1:0] a9;  
    input [DATAWIDTH - 1:0] p; input [$clog2(DATAWIDTH) - 1:0] p_amt; output [DATAWIDTH - 1:0] a10;  
    input [DATAWIDTH - 1:0] q; input [$clog2(DATAWIDTH) - 1:0] q_amt; output [DATAWIDTH - 1:0] a11;  
    input [DATAWIDTH - 1:0] r, s; output [DATAWIDTH - 1:0] a12;  
    ADD #(DATAWIDTH) ADD_1(a, b, a1);
    COMP #(DATAWIDTH) COMP_1(c, d, a2_gt, a2_lt, a2_eq);
    DEC #(DATAWIDTH) DEC_1(e, a3);
    DIV #(DATAWIDTH) DIV_1(f, g, a4);
    INC #(DATAWIDTH) INC_1(h, a5);
    MOD #(DATAWIDTH) MOD_1(i, j, a6);
    MUL #(DATAWIDTH) MUL_1(k, l, a7);
    MUX2x1 #(DATAWIDTH) MUX2x1_1(m, n, a8_sel, a8);
    REG #(DATAWIDTH) REG_1(o, clk, rst, a9);
    SHL #(DATAWIDTH) SHL_1(p, p_amt, a10);
    SHR #(DATAWIDTH) SHR_1(q, q_amt, a11);
    SUB #(DATAWIDTH) SUB_1(r, s, a12);
endmodule
`timescale 1ns / 1ps
module MOD(a, b, rem);
    parameter DATAWIDTH = 64;
    input [DATAWIDTH - 1:0] a, b;
    output reg [DATAWIDTH - 1:0] rem;
    always @(*) begin
        rem <= a % b;
    end
endmodule
`timescale 1ns / 1ps
module MUL(a, b, prod);
    parameter DATAWIDTH = 64;
    input [DATAWIDTH - 1:0] a, b;
    output reg [DATAWIDTH - 1:0] prod;
    always @(*) begin
        prod <= a * b;
    end
endmodule
`timescale 1ns / 1ps
module MUX2x1(a, b, sel, d);
    parameter DATAWIDTH = 64;
    input [DATAWIDTH - 1:0] a, b;
    input sel;
    output reg [DATAWIDTH - 1:0] d;
    always @(*) begin
        if(sel == 0)
            d <= a;
        else
            d <= b;
    end
endmodule
`timescale 1ns / 1ps
module REG(d, Clk, Rst, q);
    parameter DATAWIDTH = 8;
    input Clk, Rst;
    input [DATAWIDTH - 1:0] d;
    output reg [DATAWIDTH - 1:0] q;
    always @(posedge Clk) begin
        if(Rst)
            q <= 0;
        else
            q <= d;
    end
endmodule
`timescale 1ns / 1ps
module SHL(a, sh_amt, d);
    parameter DATAWIDTH = 64;
    input [DATAWIDTH - 1:0] a;
    input [$clog2(DATAWIDTH) - 1:0] sh_amt;
    output reg [DATAWIDTH - 1:0] d;
    always @(*) begin
        d <= a << sh_amt;
    end
endmodule
`timescale 1ns / 1ps
module SHR(a, sh_amt, d);
    parameter DATAWIDTH = 64;
    input [DATAWIDTH - 1:0] a;
    input [$clog2(DATAWIDTH) - 1:0] sh_amt;
    output reg [DATAWIDTH - 1:0] d;
    always @(*) begin
        d <= a >> sh_amt;
    end
endmodule
`timescale 1ns / 1ps
module SUB(a, b, diff);
    parameter DATAWIDTH = 64;
    input [DATAWIDTH - 1:0] a, b;
    output reg [DATAWIDTH - 1:0] diff;
    always @(*) begin
        diff <= a - b;
    end
endmodule
==> changes_impl.md <==
## Implementation

* Run status: finished with violations
* Violations in the final reports: setup timing
* Hold path startpoint: o[0]
* Starting density of the core at 14.80%
* 1st-pass router iterations at 3
* Wire length per cell at 11.18 um
* Power density of the placed cells at between 500 and 600 nW/um^2
* Post-layout period usage at 164.2%
* Number of vias per cell after detailed routing at 3.580
* Largest regs: REG_1.q (2)
* CTS tree: done
* Final antenna diode count at 0
* Number of clock sinks at 2
* Register containing the most flip-flops in the final layout: REG_1.q
* Relative contribution of combinational cells to total power at 69.0%
* Registers, synthesis at 2
* Largest net degree at the start of global routing at 4
* Placeable Area at 3416 um^2
* Global route overflow at 0
* Worst vdd ir at 0.2101 mV
* Max reg flops at 2
* Clock slew at reported path FFs at 0.03 ns
* CTS root buf: sky130_fd_sc_hd__clkbuf_4
* Dominant combinational cell family by area after synthesis: adder cells
* Endpoint arrival time on the critical path at 1.44 ns
* Least-Margin Pin Slew at between 0.1 and 0.15 ns
* I/O Pins at 68
* Final-report max-slew violation count at 0
* Fmax at 608.8 MHz
* Number of clock buffers inserted by TritonCTS at 3
* MUX area fraction at 10.89%
* Met2 Resource Use GR at between 10% and 20%
* Port Buffers at 67
* Type of origin of the critical path: input pin
* Chip Area at 6400 um^2
* Number of DRC markers after the initial detailed-route iteration at 11
* Hold buffer count at CTS at 0
* Relative slew margins at 92.67%
* DRC viols at 0
* Max H-tree Level at 1
* Worst hold-check slack at 0.5329 ns
* Synth Area in XOR/XNOR at 12.13%
* Data required time of the worst path at 0.80 ns
* Post-Syn Area at 505.5 um^2
* Die W at 80 um
* Fraction of layout cells with a size suffix above 1 at around three fifths
* Setup CP Type: in2out
* Design internal power at ~0.61 mW
* Cells after synthesis at 63
* Design Area, Final at about 1500 um^2
* Met3 routing resource usage after global routing at around 4.4%
* First-pass GRT wire length at around 3500 um
* Largest fanout on the critical path at 3
* Count of instantiated cells in the yosys netlist at roughly 63
* Register share after synthesis at 7.921%
* Unrepaired setup endpoints after global routing: yes
* Synth Area in Compound Gates at under 10%
* Number of warnings issued by yosys at 12
* Switching fraction of total power at 28.67%
* Global-route track usage on met1 at 6.684%
* Number of distinct standard cells referenced by the synthesized netlist at 18
* Yosys Chip Area at a little over 500 um^2
* Final antenna-violating net count at 0
* Post-Route WL at 2101 um
* Share of the core filled with cells at 43.04%
* Number of hold violations in the final report at 0
* Sequential share of power at 10.0%
* WHS Path Cells at 2
* Synth-to-layout area growth at 190.8%
* Tally of max-capacitance violations at 0
* LEAKAGE at 0.7226 nW
* Worst Slack Setup Final at -0.6425 ns
* Total number of vias at roughly 670
* Synth Area per Inst at 8.024 um^2
* Last weighted congestion value of the routability-driven placer at 0.7100
* Clock network fraction of total power at 21.0%
* Worst Setup End Kind: output pin
* Detailed placer's ending HPWL at ~1900 um
* Min Clock Period, post-route at around 1.6 ns
* Worst Hold Endpoint: REG_1.q[0]
* Number of core rows at 21
* Area share of and/or/nand/nor cells after synthesis at ~16%
* Global-route usage over all layers at 6.589%
* Warning total across the stage logs at 31
* Post-place instance area at roughly 1400 um^2
* Max Root-Sink Buffers at 2
* Number of global-route vias before repair at 774
* Initial antenna violation count at 0
* Switching Power at 0.2448 mW
* Adders+Majority by Area at between 30 and 40%
* Most utilized layer in the global route result: met2
* Final-report setup violation count at 8
* Hold/Removal Path Class: in2reg
* Vertical die size at about 80 um
[Yosys cell counts]
cell / n / area, um^2
sky130_fd_sc_hd__nand2_1: 4 / 15.01
sky130_fd_sc_hd__and2_1: 1 / 6.260
sky130_fd_sc_hd__inv_1: 16 / 60.06
sky130_fd_sc_hd__and3_1: 1 / 6.260
sky130_fd_sc_hd__a22oi_1: 1 / 7.510
sky130_fd_sc_hd__fa_1: 2 / 40.04
sky130_fd_sc_hd__dfxtp_1: 2 / 40.04
sky130_fd_sc_hd__nor2_1: 2 / 7.510
sky130_fd_sc_hd__a21o_1: 1 / 7.510
sky130_fd_sc_hd__mux2_2: 4 / 45.04
sky130_fd_sc_hd__nand2b_1: 2 / 12.51
sky130_fd_sc_hd__xor2_1: 2 / 17.52
sky130_fd_sc_hd__ha_1: 10 / 125.1
sky130_fd_sc_hd__a21oi_1: 3 / 15.01
sky130_fd_sc_hd__nor2b_1: 5 / 31.28
sky130_fd_sc_hd__o2bb2ai_2: 1 / 15.01
sky130_fd_sc_hd__xnor2_1: 5 / 43.79
sky130_fd_sc_hd__mux2i_1: 1 / 10.01
[worst max-delay path: stages]
cell	delay (ns)
sky130_fd_sc_hd__buf_12	0.09
sky130_fd_sc_hd__inv_12	0.03
sky130_fd_sc_hd__ha_4	0.13
sky130_fd_sc_hd__nor2b_4	0.12
sky130_fd_sc_hd__o2bb2ai_4	0.17
sky130_fd_sc_hd__inv_2	0.06
sky130_fd_sc_hd__ha_4	0.26
sky130_fd_sc_hd__nand2_2	0.04
sky130_fd_sc_hd__nand2_2	0.06
sky130_fd_sc_hd__mux2i_1	0.16
sky130_fd_sc_hd__buf_2	0.11
[layout by cell type, fill, tap and decap left out, drive strengths merged, types with 4 or more instances in the layout]
master,Yosys,layout
buf,0,38
clkbuf,0,8
clkdlybuf4s15,0,12
dlygate4sd2,0,18
ha,10,10
inv,16,16
mux2,4,4
nand2,4,4
nor2b,5,5
xnor2,5,5
[final cells by class]
| cell class | count | area [um^2] |
|---|---|---|
| Multi-Input combinational cell | 45 | 596.8 |
| Fill cell | 352 | 1946 |
| Sequential cell | 2 | 40.04 |
| Tap cell | 46 | 57.56 |
| Inverter | 16 | 100.1 |
| Clock buffer | 3 | 22.52 |
| Timing Repair Buffer | 76 | 653.1 |
[through the flow]
stage          setup WS, ns  power (mW)  setup TNS [ns]  instances
2_1_floorplan       -0.3842      0.2577         -0.9234         63
3_3_place_gp         -1.659      0.6807          -17.70        182
3_5_place_dp         -1.667      0.6871          -17.90        182
4_1_cts             -0.6750      0.8489          -3.115        189
5_1_grt             -0.7443      0.9552          -3.089        188
6_report            -0.6425      0.8540          -2.576        188
[logic make-up after synthesis]
family	after synthesis
AND-OR/OR-AND	6
buffers and inverters	16
AND/OR/NAND/NOR	15
XOR/XNOR	7
adder cells (fa/ha/maj)	12
multiplexers	5
flip-flops	2
[power groups by stage]
stage	sequential [mW]	combinational [mW]	clock [mW]
finish	0.0854	0.589	0.179
global route	0.0861	0.660	0.209
CTS	0.0855	0.574	0.190
[repair_timing]
item | 4_1_cts | 5_1_grt
resized | 185 | 25
endpoints found under the setup margin | 25 | 11
buffers inserted | 4 | 2
endpoints found under the hold margin | 0 | 0
pin swaps | 25 | 17
[layer usage]
layer  vias to the layer above  routed length, um
met1                       284                663
met4                         0                  0
met3                         0                328
met2                        34               1109
met5                         -                  0
li1                        355                  -
[how the worst max path moves through the flow]
stage | end | start
CTS | a6[1] | j[0]
global route | a6[1] | j[0]
finish | a6[1] | j[0]
Power is estimated from default activity; no workload was simulated.
